`flow/run.sh`:
```
#!/bin/bash
# OpenROAD 26Q1-2900-gdf79404cd8, Yosys 0.63+post, stock flow scripts
make -C /OpenROAD-flow-scripts/flow DESIGN_CONFIG=/design/flow/config.mk WORK_HOME=/design/flow/orfs finish
```
`flow/config.mk`:
```
export PLATFORM = sky130hd
export DESIGN_NAME = reg_file
export DESIGN_NICKNAME = reg_file
export VERILOG_FILES = /design/flow/design.v
export SDC_FILE = /design/flow/constraint.sdc
export NUM_CORES = 4
export LEC_CHECK = 1
export CORE_UTILIZATION = 50
```
`flow/constraint.sdc`:
```
current_design reg_file

set clk_period 5.8
set clk_io_pct 0.2

create_clock -name clk0 -period $clk_period [get_ports {clk}]

set non_clock_inputs [all_inputs -no_clocks]
set_input_delay [expr $clk_period * $clk_io_pct] -clock clk0 $non_clock_inputs
set_output_delay [expr $clk_period * $clk_io_pct] -clock clk0 [all_outputs]
```
`flow/design.v`:
```
module reg_file(
    input logic clk,reset,reg_wr,
    input logic [4:0] raddr1,raddr2,waddr,
    input logic [31:0] wdata,
    output logic [31:0] rdata1,rdata2
    ); 
    logic [31:0] registers [0:31];
    always_ff @ (negedge clk or posedge reset) begin
        if (reset) begin
            registers[0] <= 32'd0;
            registers[1] <= 32'd10;
            registers[2] <= 32'd20;
            registers[3] <= 32'd30;
            registers[4] <= 32'd40;
            registers[5] <= 32'd50;
            registers[6] <= 32'd60;
            registers[7] <= 32'd70;
            registers[8] <= 32'd80;
            registers[9] <= 32'd90;
            registers[10] <= 32'd100;
            registers[11] <= 32'd110;
            registers[12] <= 32'd120;
            registers[13] <= 32'd130;
            registers[14] <= 32'd140;
            registers[15] <= 32'd150;
            registers[16] <= 32'd160;
            registers[17] <= 32'd170;
            registers[18] <= 32'd180;
            registers[19] <= 32'd190;
            registers[20] <= 32'd200;
            registers[21] <= 32'd210;
            registers[22] <= 32'd220;
            registers[23] <= 32'd230;
            registers[24] <= 32'd240;
            registers[25] <= 32'd250;
            registers[26] <= 32'd260;
            registers[27] <= 32'd270;
            registers[28] <= 32'd280;
            registers[29] <= 32'd290;
            registers[30] <= 32'd300;
            registers[31] <= 32'd310;
        end
        else begin
            if(reg_wr)  
                registers[waddr] <= wdata;
            registers[0] <= 32'b0;
        end
    end
    always_comb begin
            rdata1 = registers[raddr1];
            rdata2 = registers[raddr2];
        end
    endmodule
```
==> results.cfg <==
; flow metrics
[status]
status = finished with violations
violations = max-capacitance violations, max-slew violations, negative setup slack

[drt]
wl_per_cell_um = 39.8
firstDrtPassIters = 9
totalWireLength_um = 255000
drt_iter0_drc = 4873
via_per_inst = 7.22
ant_nets = 0
post-route-drc-count = 0
vias = 46200

[global_route]
met2_usage_pct = 68.8
grt_busiest_layer = met2
grt_usage_pct = 52.8
grt_pass1_wl_um = 355000
grt_pass1_vias = 46200
antenna_found_initial = 17
use_met1_pct = 67.2
grt_overflow_total = 0
gr-usage-met3_pct = 32.7
grt_max_degree = 63

[clock_network]
clock_latency_ns = 0.66
cts_sinks = 992
numCtsBuffers = 110
htreeDepth = 3
cts_tree = built
path_clk_slew_ns = 0.05
cts-root-buf = clkbuf_16
clockBufferDepth = 3

[cells_and_area]
top_regs = registers: 992 flops
largest_reg_flops = 992
regMostFlops = registers
syn_to_final_growth_pct = 34.9
drive_gt1_share_pct = 53.3
post-route-util_pct = 68.5

[flow_run]
warning_count = 139
drv_cap = 1

[setup_path]
r2r_cells = 2
critPathArrivalTime_ns = 5.33
start_kind = flop
crit_required_ns = 4.64
critPathKind = reg2out
end_kind = output pin
crit_fanout = 2

[pwr]
p_per_area_mw_per_mm2 = 323
p_switching_mw = 6.22
p_sw_share_pct = 28.4
p_int_mw = 15.7
power_mw = 21.9
pwr-share-comb_pct = 19.2
seq_power_share_pct = 43.8
ir_drop_v = 0.000277
clockPowerShare_pct = 37.0
power_leakage_nw = 31.3

[placement]
dp_slack_ns = -0.620
place.gp.congestion = 1.03
portBuffers = 113
post-dp-hpwl_um = 156000

[yosys]
ys_chip_area_mm2 = 0.0503
syn_inst = 4219
synthArstFlopShare_pct = 100
edf_count = 0
yosysTopAreaCellShare_pct = 43.9
topCellsByArea = dfrtn_1 (44%), mux2_2 (22%), a22oi_1 (8.2%), dfstp_2 (5.8%), and3_1 (4.6%)
yosysSeqAreaShare_pct = 49.7
yosys_warnings = 2
ys_cells = 4219
flop_cell = dfrtn_1
avgSynthCellArea_um2 = 11.9
yosys.cell_types.count = 60
syn-cell-area_mm2 = 0.0503
ys.flops = 992
yosysTopAreaCell = dfrtn_1

[floorplan]
dieArea_mm2 = 0.102
num_io_pins = 114
chipWidth_um = 319
fp.dieH_um = 319
rows = 115
coreArea_mm2 = 0.0990
fp_util_pct = 50.8

[worst_hold_path]
min_path_type = reg2reg
holdPathStages = 1

[sta]
slew_viol_final = 16
tightest_slew_ns = 1.57
slew_headroom_pct = -4.91
rsz0062_at_grt = true
fin_ws_ns = -0.691
hold_ws_ns = 0.467
hold_viol_final = 0
clock_skew_ns = 0
setup_viol = 64
power groups by stage:
stage     registers (mW)  clock network (mW)  logic [mW]
4_1_cts             9.50                8.09        4.05
5_1_grt             9.71                8.44        4.42
6_report            9.58                8.10        4.20
final timing paths:
check / startpoint / to / slack [ns]
max in group asynchronous: reset / registers[7][19] / 1.21
min in group asynchronous: reset / registers[6][31] / 3.70
max reg2reg: registers[15][29] / registers[15][29] / 4.78
min: registers[14][24] / registers[14][24] / 0.47
min reg2reg: registers[14][24] / registers[14][24] / 0.47
max: registers[23][30] / rdata2[30] / -0.69
per-layer routing:
layer  part of all wire, %  up-vias  wire (um)
met2                    40     3792     101000
met1                    34    23000      87300
met4                   8.8       29      22500
met3                    17     1268      43400
li1                      -    18100          -
met5                  0.18        -        471
critical path: stages, from the launching register on:
cell	delay, ns
dfrtn_1	0.35
mux2_2	0.28
a22o_1	0.23
nand4b_1	0.09
nand4_1	0.16
or4_4	0.53
buf_2	0.13
synthesized netlist by cell type, types with 5 or more instances:
master / n
mux2i_1: 10
or3_1: 5
dfstp_2: 111
nor3_1: 16
mux2_1: 7
nand2b_1: 14
and2_0: 8
or4_1: 60
a2111oi_0: 118
a222oi_1: 47
a22o_1: 6
dfrtn_1: 881
and3_1: 373
mux2_2: 991
nor2b_1: 12
inv_1: 7
nand4_1: 86
nor2_1: 43
and2_1: 23
a21oi_1: 12
nand2_1: 42
and3b_1: 5
a2111oi_4: 5
nand3_1: 167
o22ai_1: 5
buf_1: 54
nand3b_1: 15
nor3b_1: 10
nor4_1: 5
clkbuf_1: 385
buf_2: 20
a32oi_1: 68
a22oi_1: 552
o21ai_0: 8
through the flow:
| stage | instance area, um^2 | TNS (ns) | std cells |
|---|---|---|---|
| 3_3_place_gp | 60200 | -333.13 | 6029 |
| 2_1_floorplan | 50300 | - | 4219 |
| 5_1_grt | 67800 | -39.32 | 6399 |
| 6_report | 67800 | -35.89 | 6406 |
| 4_1_cts | 66800 | -37.73 | 6386 |
| 3_5_place_dp | 60200 | -330.41 | 6029 |
placed cells by master (no fill, tap or decap), types with 55 or more instances in the layout:
cell / instances
mux2_2: 989
dfrtn_1: 881
buf_4: 753
a22oi_1: 546
and3_1: 249
buf_12: 158
nand3_1: 146
and3_4: 123
inv_1: 116
clkbuf_16: 114
dfstp_2: 111
a2111oi_4: 101
nand4_1: 86
a32oi_1: 66
or4_4: 55
cell families after synthesis:
logic type             Yosys count  share of synthesized area (%)
AND/OR/NAND/NOR                897                           10.6
flip-flops                     992                           49.7
multiplexers                  1008                           22.6
AND-OR/OR-AND                  849                           13.5
buffers and inverters          473                           3.67
area by class of cell:
cell class	instances	area, um^2
Clock inverter	170	1190
Fill cell	7131	31200
Multi-Input combinational cell	2754	26900
Timing Repair Buffer	1040	9880
Antenna cell	8	20.0
Inverter	6	26.3
Sequential cell	992	25000
Tap cell	1287	1610
Clock buffer	149	3220
repair_timing:
| item | CTS | global route |
|---|---|---|
| hold buffers | 0 | 0 |
| pin swaps | 231 | 134 |
| hold endpoints to repair | 0 | 0 |
| resized | 657 | 118 |
| endpoints found under the setup margin | 64 | 81 |
| cloned | 0 | 0 |
| setup buffers | 45 | 13 |
Power and IR drop assume default switching activity.
