$ cat config.mk
export PLATFORM = sky130hd
export DESIGN_NAME = alu
export DESIGN_NICKNAME = alu
export VERILOG_FILES = /design/flow/design.v
export SDC_FILE = /design/flow/constraint.sdc
export NUM_CORES = 4
export LEC_CHECK = 1
export CORE_UTILIZATION = 50
$ cat constraint.sdc
current_design alu

set clk_period 28.7
set clk_io_pct 0.2

create_clock -name clk0 -period $clk_period

set non_clock_inputs [all_inputs -no_clocks]
set_input_delay [expr $clk_period * $clk_io_pct] -clock clk0 $non_clock_inputs
set_output_delay [expr $clk_period * $clk_io_pct] -clock clk0 [all_outputs]
$ cat design.v
module alu(
	input logic [3:0] alu_op,
	input logic [31:0] A,B,
	output logic [31:0] C
);
	always_comb begin
        case (alu_op)
            4'b0000: C = A + B;  
            4'b0001: C = A - B;  
            4'b0010: C = A << B[4:0];  
            4'b0011: C = A >> B[4:0];  
            4'b0100: C = $signed(A) >>> B[4:0];  
            4'b0101: C = ($signed(A) < $signed(B)) ? 1 : 0;  
            4'b0110: C = (A < B) ? 1 : 0;  
            4'b0111: C = A ^ B;  
            4'b1000: C = A | B;  
            4'b1001: C = A & B;  
            4'b1010: C = B;  
            default: C = 32'b0;
        endcase
    end
endmodule
$ cat run.sh
#!/bin/bash
# OpenROAD 26Q1-2900-gdf79404cd8, Yosys 0.63+post, stock flow scripts
make -C /OpenROAD-flow-scripts/flow DESIGN_CONFIG=/design/flow/config.mk WORK_HOME=/design/flow/orfs finish
==> CHANGELOG.md <==
### Changed

- FILL cells: 1,706
- Final Hold Viols: 0
- Cell chain of the critical path: clkdlybuf4s50_1 > inv_1 > ha_1 > nor3b_1 > a2111oi_0 > nor4b_2 > a211oi_2 > o31ai_2 > mux2_2 > a221o_1 > clkdlybuf4s50_1
- Worst hold slack: around 13 ns
- Post-CTS setup buffers: 0
- Cell depth of the worst setup path: 11
- M3 GR Usage: 9.54%
- Layout area overhead: 10.4%
- Critical Path Fanout Max: 11
- Slew margin rel.: 36.9%
- Clock share of power: 0%
- Yosys xor share: less than 1%
- Yosys stat chip area: 0.00897 mm^2
- Crit Path Category: input port to primary output
- Tool warnings: 101
- Multiplexer share: 18.1%
- Seq. cell area: 0 um^2
- Setup Viol. Count Final: 0
- Delay-heaviest family, CP: AND-OR/OR-AND gates
- Status: completed
- Yosys cell count: 1,292
- Crit-path most repeated cell: clkdlybuf4s50_1
- Adder Share, Synth: 14.4%
- Post-DR vias/cell: 7.04
- Number of gates resized after CTS: 0
- Worst Setup Start Kind: input port
- Tot Pwr: 0.000195 W
- Max cap viols: 0
- Hold Path Stages: 4
- CP Capture Type: primary output
- Mapped Area: between 0.008 and 0.009 mm^2
- Switching share of total power: 59.5%
- Yosys warning count: 1
- Setup TNS: 0 ns
- I/O Buffers: 100
- Slew of the pin with the lowest slew margin: 0.937 ns
- Remaining Overflow, GRT: 0
- Flop pwr share: 0%
- Busiest grt layer: met2
- Die W: about 140 um
- Core footprint: approximately 0.017 mm^2
- Init Core Util: 51.5%
- Worst min path class: input port to primary output
- Synth cell types: 89
- Avg Cell Area, Syn: between 6 and 7 um^2
- Comb pwr share: 100.0%
- Total wire length: 38.7 mm
- Crit path buf inv count: 3
- Commonest Layout Cell: nor2_1
- Top comb family, area: AND-OR/OR-AND gates
- Worst Path Arrival: 10.00 ns
- Cts hold-fix bufs: 0
- Final worst path period need: 15.74 ns
- Wire length per cell: 25.3 um
- Yosys simple share: 21.2%
- Pins Over Slew Limit: 0
- Via count: ~11,000
- Critical Path Max Stage Delay: about 0.7 ns
- Clock buf count: 0
- Share of cells above drive strength 1: 8.49%
- CP required: 22.96 ns
- DRT iter0 DRCs: 1,066
- Most frequent cells in the layout: nor2_1 (133), nand2_1 (126), a21oi_1 (101), ha_1 (100), clkdlybuf4s50_1 (95)
- Global-route wire length before repair: approximately 60 mm
- GR Layer Usage met2: 66.2%
- Sequential share of the synthesized area: 0%
- Slowest CP cell: clkdlybuf4s50_1
- FF+latch count: 0
- HPWL Detailed: 29.6 mm
- Detailed Routing Iterations Pass 1: 6
- Site row count: between 40 and 50
- All-Layer GR Usage: a little over two fifths
- Met1 Usage GRT: 58.3%
- Final WS setup: 12.96 ns
- Post-route antenna net violation count: 0
- DIE AREA: 0.0185 mm^2
- Largest net degree at the start of global routing: 74
- Gp weighted congestion: roughly 1.0
- Total net switching power: 0.000116 W
- Power density over the cells: 19.7 mW/mm^2
- Leakage power: around 4 nW
- Initial antenna violation count: 1
- Antenna Cells: 0
- # IOs: 100
- Vias in the first global route: 9,844
- Pint: between 0.00007 and 0.00008 W
- Yosys aoi share: 36.5%
- VDD IR-drop max: 19.0 uV
- Die H: 136 um
- Unrepaired setup endpoints after global routing: false
- DRC Markers: 0
- Place WS: 13.10 ns
- Post-Synthesis Cells: 1,292
- Fmax achieved: 63.6 MHz
- Fin crit share: 54.8%
==> layer usage <==
layer	vias up	share of wire, %
met4	2	6.0
met1	5032	41
met5	-	0.034
met3	122	9.8
li1	4943	-
met2	687	43
==> synth_stat cells, drive strengths merged, types with 13 or more instances <==
cell	count	share of area (%)
nor2b	14	0.98
ha	100	14
a211oi	24	2.1
buf	54	3.4
clkbuf	51	2.1
mux2	18	2.3
a221oi	19	1.9
mux2i	42	4.7
nor4	13	0.91
nor3	21	1.2
o211ai	35	2.9
nand3	29	1.6
a31oi	18	1.3
nor2	133	5.6
a22oi	20	1.7
nand2	126	5.3
o21ai	100	5.6
nand4	15	1.0
a21oi	103	5.8
a21o	19	1.6
mux4	44	11
inv	92	3.9
==> worst min-delay path: cells and delay by family <==
kind / cells / cell delay [ns]
AOI/OAI and AO/OA: 1 / 0.16
buffers and inverters: 2 / 0.85
and+or+nand+nor: 1 / 0.10
==> path summary, 6_finish.rpt <==
check / from / end / slack, ns
setup / recovery: A[5] / C[19] / 12.96
hold / removal: B[11] / C[11] / 12.58
==> power groups by stage <==
stage	clock (W)	sequential [W]	combinational [W]
after CTS	0	0	0.000189
after global routing	0	0	0.000210
final	0	0	0.000195
==> metrics by stage <==
step / util, % / instances / area [um^2]
after global placement: 56.9 / 1532 / 9900
after detailed placement: 56.9 / 1532 / 9900
after global routing: 56.9 / 1532 / 9900
after CTS: 56.9 / 1532 / 9900
after floorplan: - / 1292 / 8970
final: 56.9 / 1532 / 9900
==> kinds of logic (layout without fill, tap and decap cells) <==
family | after synthesis | count (layout)
mux | 104 | 104
buf+inv | 199 | 214
simple gates | 403 | 403
xor+xnor | 4 | 4
fa+ha+maj | 102 | 102
compound gates | 480 | 480
==> layout make-up <==
type	instances	area, um^2	area share [%]
Inverter	94	353	3.56
Timing Repair Buffer	120	1130	11.4
Multi-Input combinational cell	1093	8140	82.2
Tap cell	225	282	2.84
No activity file was given, so power comes from the tool's default toggle rates.
